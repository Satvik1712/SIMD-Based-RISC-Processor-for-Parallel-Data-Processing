==> ./config.mk <==
export PLATFORM = sky130hd
export DESIGN_NAME = register_file
export DESIGN_NICKNAME = register_file
export VERILOG_FILES = /design/flow/design.v
export SDC_FILE = /design/flow/constraint.sdc
export NUM_CORES = 4
export LEC_CHECK = 1
export CORE_UTILIZATION = 30
==> ./constraint.sdc <==
current_design register_file

set clk_period 13.7
set clk_io_pct 0.2

create_clock -name clk0 -period $clk_period [get_ports {clk}]

set non_clock_inputs [all_inputs -no_clocks]
set_input_delay [expr $clk_period * $clk_io_pct] -clock clk0 $non_clock_inputs
set_output_delay [expr $clk_period * $clk_io_pct] -clock clk0 [all_outputs]
==> ./design.v <==
module register_file (
    input clk,
    input reset,
    input [4:0] read_addr1,   
    input [4:0] read_addr2,   
    input [4:0] write_addr,   
    input [31:0] write_data,  
    input write_enable,       
    output reg [31:0] read_data1,   
    output reg [31:0] read_data2    
);
    reg [31:0] registers [0:31];   
    always @(posedge clk or posedge reset) begin
        if (reset) begin
        end else if (write_enable) begin
            registers[write_addr] <= write_data;
        end
    end
    always @(*) begin
        read_data1 = registers[read_addr1];
        read_data2 = registers[read_addr2];
    end
endmodule
==> ./run.sh <==
#!/bin/bash
# OpenROAD 26Q1-2900-gdf79404cd8, Yosys 0.63+post, stock flow scripts
make -C /OpenROAD-flow-scripts/flow DESIGN_CONFIG=/design/flow/config.mk WORK_HOME=/design/flow/orfs finish
==> summary.txt <==
Item: results of the latest flow run.

- The cell-mix breakdown from Yosys lists the simple-gate area share as 7.99%.
- The via count of the first global-routing pass is around 38,000.
- Setup repair after global routing left no endpoint under its margin.
- The commonest register cell after synthesis is sky130_fd_sc_hd__edfxtp_1.
- The CTS tree is yes.
- Summing every instance area after synthesis gives roughly 45,000 um^2.
- After layout, the worst path uses about three quarters of the clock period.
- The adder and majority cell fraction of the synthesized area is 0%.
- The normalized max-slew margin is 18.7%.
- The top cell type by total area after synthesis is sky130_fd_sc_hd__edfxtp_1.
- The maximum number of buffers from clock root to sink is 3.
- The async set or reset register ratio after synthesis is 0%.
- The total via count in the routed design is around 37,000.
- The average wire length per cell after detail routing is 48.3 um.
- Per STA, the startpoint of the critical path is read_addr2[1].
- The placement summary gives the final routability congestion estimate as 1.09.
- Synthesis inferred ~1,000 register bits.
- The CTS clock-pin slew for the worst setup and hold paths is 0.06 ns.
- The number of warnings printed during yosys synthesis is 2.
- The post-route antenna net violation count is 0.
- The number of max-slew violations in the final report is 0.
- The maximum operating frequency is between 90 and 100 MHz.
- The first global-routing pass estimated 340,000 um of wire.
- The core outline area is 147,000 um^2.
- The violation count after the first detailed-routing iteration is 4,632.
- Clock tree synthesis selected as its root buffer the cell sky130_fd_sc_hd__clkbuf_16.
- After clock tree synthesis, the setup repair step added 0 buffers.
- The total negative setup slack is 0 ns.
- The first-pass iteration count of the detailed router is 10.
- The number of sinks driven by the clock tree is 1,024.
- Entering global routing, the biggest net connects between 40 and 50 pins.
- The area of the synthesized netlist per yosys stat is 44,600 um^2.
- Per the summary, power density relative to cell area is about 130 nW/um^2.
- The number of instances in the synthesized netlist is 3,112.
- The port buffer count is around 110.
- The data arrival time of the critical path is 7.34 ns.
- Among all cell types in the netlist, the one instantiated most often is sky130_fd_sc_hd__edfxtp_1.
- The fraction of layout cells with a size suffix above 1 is ~16%.
- The analysis attributes to cell leakage a power of between 15 and 20 nW.
- The report lists the number of cells resized after CTS as 0.
- The element type at the critical path start is an input pin.
- The slack of the critical path is between 3 and 4 ns.
- The die is about 390 um tall.
- The switching power share of the total is 24.0%.
- At the pin with the least slew margin, the transition time is ~1.2 ns.
- The analysis attributes to net switching a power of approximately 1.7 mW.
- The fraction of synthesized area in multiplexers is ~1.7%.
- The tightest min-delay check is of the input pin to flop type.
- The yosys stat cell total is a little over 3,000.
- Endpoints with negative setup slack in the final report add up to 0.
- The largest registers in the layout are registers (1024).
- The post-synth count of flops with an enable pin is 1,024.
- Per the synthesis report, the AND-OR/OR-AND share of the synthesized area is 18.5%.
- The starting utilization of the core area is a little under a third.
- The global router's overall resource usage is 36.2%.
- The endpoint required time on the critical path is about 11 ns.
- The number of H-tree levels is 3.
- The routed wire length is about 260,000 um.
- The detailed-route DRC error count is 0.
- Per the post-synthesis stats, the area per cell is around 14 um^2.
- The number of max-cap violations is 0.
- From left edge to right edge, the die measures just under 400 um.
- The internal power is ~5.4 mW.
- After legalization and detailed placement, the total HPWL measured roughly 160,000 um.
- The relative area change from synthesis to final layout is 18.6%.
- The highest ir drop seen on vdd is between 0.1 and 0.15 mV.
- The count of distinct cell types in the synthesized netlist is about 69.
- The minimum clock period is 10.08 ns.
- For reference, XOR and XNOR gates occupy 0% of the area reported after synthesis.
- The final hold violation count recorded for this run is 0.
- The power consumption is approximately 7.1 mW.
- Yosys attributes the largest share of cell area to sky130_fd_sc_hd__edfxtp_1 69%, sky130_fd_sc_hd__a22oi_1 12%, sky130_fd_sc_hd__buf_2 1.4%.
- Dividing the detail-routed via count by the number of cells gives 6.88.
- The run finished with clean final reports.
- In this run the full chip footprint comes out at between 150,000 and 200,000 um^2.
- During I/O placement, the number of pins put on the boundary was 114.
- Of the total power, the clock network draws about 43%.
- The category of the worst setup path capture point is an output port.
- Of the post-synthesis cell area, the dominant cell type holds 69.0%.
- The residual overflow from global routing is 0.
- The flip-flop count of the largest register, all copies and words added is about 1,000.
- The top register by number of flip-flops is registers.
- Combinational logic is responsible for under 10% of the overall power.
- Among the non-sequential cells, AND-OR/OR-AND gates take the most area.
- The start-to-end type of the worst setup path is input pin to output port.
- In the synthesized netlist, the cells that appear most often are 1,024 x sky130_fd_sc_hd__edfxtp_1, 695 x sky130_fd_sc_hd__a22oi_1, 161 x sky130_fd_sc_hd__nand2_1.
- In this run, flip-flops and latches consume about half of the power.
- The pre-CTS worst setup slack is roughly 4 ns.
- Along the worst path, the maximum fanout reaches 23.
- The number of OpenROAD warnings is 26.
- Row generation in the floorplan step produced about 140 rows.
- Per STA, the endpoint of the critical path is read_data2[16].
- The total CTS buffers is between 100 and 150.
- The share of the Yosys chip area taken by registers is 69.0%.
- The number of antenna violations at the first check in global routing came to 9.
- Buffers inserted to repair hold after CTS numbered 0.
## logic make-up (layout without fill, tap and decap cells)
| logic type | count (synthesis) | after routing |
|---|---|---|
| other | 0 | 16 |
| AOI/OAI and AO/OA | 1090 | 1090 |
| DFF | 1024 | 1024 |
| buffers and inverters | 236 | 559 |
| muxes | 72 | 72 |
| and+or+nand+nor | 690 | 690 |
## worst max-delay path, cell delays in order
cell and delay (ns):
sky130_fd_sc_hd__buf_2 0.10, sky130_fd_sc_hd__buf_4 0.25, sky130_fd_sc_hd__buf_4 0.35, sky130_fd_sc_hd__nand3b_2 0.85, sky130_fd_sc_hd__nor2_4 1.01, sky130_fd_sc_hd__buf_4 0.62
sky130_fd_sc_hd__a22o_1 0.25, sky130_fd_sc_hd__a221oi_1 0.05, sky130_fd_sc_hd__o2111ai_1 0.19, sky130_fd_sc_hd__o32a_1 0.32, sky130_fd_sc_hd__clkdlybuf4s50_1 0.51
## placed cells by master, fill, tap and decap left out, types with 26 or more instances in the layout
cell,count
sky130_fd_sc_hd__clkinv_1,26
sky130_fd_sc_hd__a221oi_1,50
sky130_fd_sc_hd__a22oi_1,695
sky130_fd_sc_hd__nor2_4,78
sky130_fd_sc_hd__a21oi_1,86
sky130_fd_sc_hd__buf_4,231
sky130_fd_sc_hd__nand4_1,101
sky130_fd_sc_hd__clkbuf_16,112
sky130_fd_sc_hd__clkdlybuf4s50_1,105
sky130_fd_sc_hd__edfxtp_1,1024
sky130_fd_sc_hd__mux2i_1,51
sky130_fd_sc_hd__nand2_1,159
sky130_fd_sc_hd__nor2_1,90
sky130_fd_sc_hd__nand3_1,47
sky130_fd_sc_hd__a22o_1,69
sky130_fd_sc_hd__nor3_1,59
sky130_fd_sc_hd__o32a_1,26
## metal layers
layer	vias up	GRT usage [%]	part of all wire (%)
li1	13500	-	-
met1	18000	37.9	30
met4	50	21.6	8.3
met3	1213	31.2	20
met2	4206	47.9	41
met5	-	6.79	0.42
## worst min-delay path by stage
| stage | from | to | cells after the start |
|---|---|---|---|
| 4_1_cts | write_data[25] | registers[2][25] | 2 |
| 5_1_grt | write_data[0] | registers[2][0] | 2 |
| 6_report | write_data[18] | registers[3][18] | 2 |
## cell type report
type	count	area, um^2
sequential	1024	30700
clock inverter	77	754
multi-input combinational	1852	13200
timing repair buffer	344	2830
antenna	16	40.0
inverter	7	26.3
tap	1930	2410
clock buffer	131	2870
fill	14000	94600
## power groups by stage
| stage | clock network [mW] | registers, mW | logic [mW] |
|---|---|---|---|
| after CTS | 3.05 | 3.48 | 0.504 |
| final | 3.05 | 3.48 | 0.526 |
| after global routing | 3.16 | 3.48 | 0.533 |
## metrics by stage
stage / util (%) / hold slack, ns / instances / cell area (um^2)
after CTS: 35.8 / 2.81 / 5365 / 52800
final: 35.8 / 2.83 / 5381 / 52900
after floorplan: - / 2.84 / 3112 / 44600
after detailed placement: 33.3 / 3.57 / 5157 / 49200
after global placement: 33.3 / 3.58 / 5156 / 49200
after global routing: 35.8 / 2.85 / 5366 / 52800
Power and IR drop assume default switching activity.
